`./run.sh`:
```
#!/bin/bash
# OpenROAD 26Q1-2900-gdf79404cd8, Yosys 0.63+post, stock flow scripts
make -C /OpenROAD-flow-scripts/flow DESIGN_CONFIG=/design/flow/config.mk WORK_HOME=/design/flow/orfs finish
```
`./config.mk`:
```
export PLATFORM = sky130hd
export DESIGN_NAME = main
export DESIGN_NICKNAME = main
export VERILOG_FILES = /design/flow/design.v
export SDC_FILE = /design/flow/constraint.sdc
export NUM_CORES = 4
export LEC_CHECK = 1
export CORE_UTILIZATION = 40
```
`./constraint.sdc`:
```
current_design main

set clk_period 8.7
set clk_io_pct 0.2

create_clock -name clk0 -period $clk_period [get_ports {clk_25mhz}]

set non_clock_inputs [all_inputs -no_clocks]
set_input_delay [expr $clk_period * $clk_io_pct] -clock clk0 $non_clock_inputs
set_output_delay [expr $clk_period * $clk_io_pct] -clock clk0 [all_outputs]
```
`./design.v`:
```
module mod0(input wire [0:0] clock, input wire [6:0] buttons, output wire [7:0] value);
  wire [0:0] value2;
  wire [0:0] value3;
  wire [0:0] value4;
  wire [0:0] value5;
  wire [15:0] value6;
  wire [0:0] value7;
  wire [0:0] value8;
  wire [0:0] value9;
  wire [0:0] value10;
  wire [15:0] value11;
  wire [15:0] value12;
  wire [15:0] value13;
  wire [0:0] value14;
  wire [0:0] value15;
  wire [15:0] value16;
  wire [15:0] value17;
  wire [7:0] value18;
  wire [7:0] value19;
  wire [7:0] value20;
  reg [0:0] value21 = 1'b0;
  reg [15:0] value23 = 16'b0000000000000000;
  reg [0:0] value25 = 1'b0;
  assign value2 = buttons[5:5];
  assign value3 = (value21 == value2);
  assign value4 = ~value3;
  assign value5 = (value4 & value2);
  assign value6 = (value23 - 16'b0000000000000001);
  assign value7 = buttons[6:6];
  assign value8 = (value25 == value7);
  assign value9 = ~value8;
  assign value10 = (value9 & value7);
  assign value11 = (value23 + 16'b0000000000000001);
  assign value12 = (value10 ? value11 : value23);
  assign value13 = (value5 ? value6 : value12);
  assign value14 = buttons[2:2];
  assign value15 = buttons[1:1];
  mod1 __mod1_value16(clock, 16'b0000000000000000, 16'b0000000000000000, value23, value16);
  assign value17 = (value15 ? value23 : value16);
  assign value18 = value17[15:8];
  assign value19 = value17[7:0];
  assign value20 = (value14 ? value18 : value19);
  initial begin
  end
  always @(posedge clock) begin
    value21 <= value2;
    value23 <= value13;
    value25 <= value7;
  end
  assign value = value20;
endmodule
module mod1(input wire [0:0] clock, input wire [15:0] target, input wire [15:0] read_tensor_id, input wire [15:0] read_index, output wire [15:0] data);
  wire [0:0] value35;
  wire [0:0] value36;
  wire [1:0] value37;
  wire [0:0] value38;
  wire [15:0] value39;
  wire [0:0] value40;
  wire [15:0] value41;
  wire [0:0] value42;
  wire [15:0] value43;
  wire [0:0] value44;
  wire [0:0] value45;
  wire [0:0] value46;
  wire [0:0] value47;
  wire [0:0] value48;
  wire [1:0] value49;
  wire [1:0] value50;
  wire [1:0] value51;
  wire [15:0] value52;
  wire [15:0] value53;
  wire [15:0] value54;
  wire [15:0] value55;
  wire [15:0] value56;
  wire [15:0] value57;
  wire [15:0] value58;
  wire [15:0] value59;
  wire [0:0] value60;
  wire [31:0] value61;
  wire [15:0] value62;
  wire [15:0] value63;
  wire [31:0] value64;
  wire [15:0] value65;
  wire [15:0] value66;
  wire [15:0] value67;
  wire [31:0] value68;
  wire [15:0] value69;
  wire [15:0] value70;
  wire [15:0] value71;
  wire [31:0] value72;
  wire [31:0] value73;
  wire [15:0] value74;
  wire [15:0] value75;
  wire [15:0] value76;
  wire [0:0] value77;
  wire [15:0] value78;
  wire [15:0] value79;
  reg [1:0] value80 = 2'b00;
  reg [15:0] value82_iter2 = 16'b0000000000000000;
  reg [15:0] value84_iter0 = 16'b0000000000000000;
  reg [15:0] value86_iter1 = 16'b0000000000000000;
  reg [15:0] mem0[3:0];
  reg [15:0] mem1[5:0];
  reg [15:0] mem2[5:0];
  assign value35 = (value80 == 2'b00);
  assign value36 = (target == 16'b0000000000000000);
  assign value37 = (value36 ? 2'b01 : 2'b00);
  assign value38 = (value80 == 2'b11);
  assign value39 = (value84_iter0 + 16'b0000000000000001);
  assign value40 = (value39 == 16'b0000000000000010);
  assign value41 = (value86_iter1 + 16'b0000000000000001);
  assign value42 = (value41 == 16'b0000000000000011);
  assign value43 = (value82_iter2 + 16'b0000000000000001);
  assign value44 = (value43 == 16'b0000000000000010);
  assign value45 = (value42 & value44);
  assign value46 = (value40 & value45);
  assign value47 = (value38 & value46);
  assign value48 = (value80 == 2'b01);
  assign value49 = (value48 ? 2'b11 : value80);
  assign value50 = (value47 ? 2'b10 : value49);
  assign value51 = (value35 ? value37 : value50);
  assign value52 = (value44 ? 16'b0000000000000000 : value43);
  assign value53 = (value38 ? value52 : value82_iter2);
  assign value54 = (value40 ? 16'b0000000000000000 : value39);
  assign value55 = (value45 ? value54 : value84_iter0);
  assign value56 = (value38 ? value55 : value84_iter0);
  assign value57 = (value42 ? 16'b0000000000000000 : value41);
  assign value58 = (value44 ? value57 : value86_iter1);
  assign value59 = (value38 ? value58 : value86_iter1);
  assign value60 = (value80 == 2'b11);
  assign value61 = ($signed(value84_iter0) * $signed(16'b0000000000000010));
  assign value62 = value61[15:0];
  assign value63 = (value82_iter2 + value62);
  assign value64 = ($signed(value84_iter0) * $signed(16'b0000000000000011));
  assign value65 = value64[15:0];
  assign value66 = (value86_iter1 + value65);
  assign value67 = mem1[value66];
  assign value68 = ($signed(value86_iter1) * $signed(16'b0000000000000010));
  assign value69 = value68[15:0];
  assign value70 = (value82_iter2 + value69);
  assign value71 = mem2[value70];
  assign value72 = ($signed(value67) * $signed(value71));
  assign value73 = (value72 >> 8);
  assign value74 = value73[15:0];
  assign value75 = mem0[value63];
  assign value76 = (value74 + value75);
  assign value77 = (read_tensor_id == 16'b0000000000000000);
  assign value78 = mem0[read_index];
  assign value79 = (value77 ? value78 : 16'b0000000000000000);
  initial begin
    mem1[0] = 16'b0000000100000000;
    mem1[1] = 16'b0000001000000000;
    mem1[2] = 16'b0000001100000000;
    mem1[3] = 16'b0000010000000000;
    mem1[4] = 16'b0000010100000000;
    mem1[5] = 16'b0000011000000000;
    mem2[0] = 16'b0000000100000000;
    mem2[1] = 16'b0000001000000000;
    mem2[2] = 16'b0000001100000000;
    mem2[3] = 16'b0000010000000000;
    mem2[4] = 16'b0000010100000000;
    mem2[5] = 16'b0000011000000000;
  end
  always @(posedge clock) begin
    value80 <= value51;
    value82_iter2 <= value53;
    value84_iter0 <= value56;
    value86_iter1 <= value59;
    if (value60) begin
      mem0[value63] <= value76;
    end
  end
  assign data = value79;
endmodule
module main(input wire [0:0] clk_25mhz, input wire [6:0] btn, output wire [0:0] wifi_gpio0, output wire [7:0] led);
  wire [7:0] value113;
  wire [7:0] value114;
  mod0 __mod0_value113(clk_25mhz, btn, value113);
  assign value114 = value113[7:0];
  initial begin
  end
  assign wifi_gpio0 = 1'b1;
  assign led = value114;
endmodule
```
==> impl_metrics.yaml <==
# yosys + openroad results
worst_setup_path:
  crit_family: "buffers and inverters"
  cp.depth: 7
  crit_type: "input port to primary output"
  slowest_stage: "clkdlybuf4s50_1"
  cp.required_ns: 6.96
  crit_top_cell: "clkdlybuf4s50_1"
  crit_fanout: 22
  worst-path-buf-inv: 3
  ff2ff_path_depth: 21
  endpoint_kind: "primary output"
  path_cells: "clkdlybuf4s50_1 -> buf_4 -> mux4_2 -> and2_1 -> a211oi_1 -> a21oi_1 -> clkdlybuf4s50_1"
  worstSetupStartpointType: "input port"
  crit_arrival_ns: 3.90
  critPathMaxStageDelay_ns: 0.45
power:
  leakage_nw: 3.362
  cellPowerDensity_mw_per_mm2: 183.7
  vdd_ir_drop_max_uv: 102.8
  total_power_mw: 1.594
synth:
  synthCells: 602
  yosys_most_used_dff: "edfxtp_1"
  mux_share: 0.1085
  postSynthAreaPerCell_sq_um: 12.68
  yosys-stat-cells: 602
  synth-edff-count: 128
  async_flop_share: 0
  ys_seq_frac: 0.5139
  topCombFamilyByArea: "simple AND/OR/NAND/NOR gates"
  synth-warning-count: 3
  yosys.area.top_type_share: 0.5034
  yosys_area_sq_mm: 0.007635
  area_leaders: "edfxtp_1 50%, mux4_2 8.8%, ha_1 6.9%, xnor2_1 5.6%, xor2_1 2.6%"
  ys_ff: 132
  synthAoiAreaFrac: 0.06719
  syn_area_sq_mm: 0.007635
  ys_types: 59
  adder_share: 0.07932
  yosys.area_share.simple: 0.1152
  synthXorXnorAreaFrac: 0.08260
  synth.largest_area_cell: "edfxtp_1"
cts:
  clk-insertion-delay-late_ns: 0.35
  cts_tree: "built"
  cts_max_path_buffers: 2
  postCtsSetupBuffers: 0
  path_clk_slew_ns: 0.05
  h-tree-depth: 4
  cts_buffers: 17
  clock-root-buffer: "clkbuf_16"
  cts_hold_buf: 0
  cts-resized-gates: 0
  cts.sinks: 132
timing:
  max_slew.worst_pin.slew_ns: 0.7542
  finalMaxSlewViolations: 0
  final.period_utilization: 0.6483
  max-slew-margin-rel: 0.4972
  hold_viol_final: 0
  holdWs_ns: 0.4322
  setup_ws_ns: 3.060
  rsz0062_at_grt: "false"
  fmax_mhz: 177.3
  finalSetupTns_ns: 0
  finalSetupViolCount: 0
  fin_skew_ns: 0.0006532
  fin_crit_ns: 5.640
die:
  dieArea_sq_mm: 0.01964
  core_area_sq_mm: 0.01871
  floorplan.rows: 50
  pin_count: 17
  die_x_um: 140.2
  fp_util: 0.4082
  die_h_um: 140.2
finish:
  final_core_util: 0.4638
  finish.instance_area_sq_mm: 0.008676
  filler_cell_count: 1561
  layout-drive-gt1-share: 0.1392
  syn_to_final_growth_pct: 13.63
  layout.cells.non_filler: 866
routing:
  totalWireLength_um: 13570
  diodes: 0
  via_per_inst: 5.433
  wl_per_cell_um: 15.67
  vias: 4705
  drtPass1Iterations: 4
  drc_errors: 0
  ant_nets: 0
  drt_iter0_markers: 193
global_route:
  grt_pass1_wl_um: 23320
  grt_overflow: 0
  grt_pass1_vias: 4804
  antenna_found_initial: 0
  grt_start_max_net_pins: 32
  track_usage: 0.1568
status:
  status: "complete, no violations"
run:
  max_cap_viol_count: 0
  warnings: 154
placed_design:
  placed_area_sq_mm: 0.008021
  io_buffer_count: 12
  dp_cells: 834
  gp_congestion: 0.8378
  dpl.hpwl_um: 9243
  preCtsSetupSlack_ns: 3.024
min_path:
  hold_class: "flip-flop to flip-flop"
  min_path_cells: 1
==> cell families after synthesis <==
family / Yosys count
AND-OR/OR-AND: 77
XOR/XNOR: 72
adder cells (fa/ha/maj): 46
buffers and inverters: 60
flip-flops: 132
multiplexers: 45
other: 1
AND/OR/NAND/NOR: 169
==> area by class of cell <==
type / instances / area, sq um / area share
Clock inverter: 11 / 173.9 / 0.02005
Clock buffer: 21 / 480.5 / 0.05538
Timing Repair Buffer: 21 / 187.7 / 0.02163
Inverter: 37 / 138.9 / 0.01601
Tap cell: 234 / 292.8 / 0.03375
Multi-Input combinational cell: 410 / 3478 / 0.4009
Sequential cell: 132 / 3924 / 0.4523
==> per-layer routing <==
layer,share of wire,vias to the layer above,global-route usage
met1,0.46,2264,0.2386
met3,0.063,15,0.06270
met4,0.012,0,0.01619
met2,0.46,114,0.2342
li1,-,2312,-
met5,0,-,0
==> placed cells by master, fill, tap and decap left out, types with 4 or more instances in the layout <==
master,count
a21oi_1,20
nand2_1,22
a21o_1,6
nor4_1,6
xnor2_1,49
clkbuf_16,17
xor2_1,22
and3_1,11
a211oi_1,10
nor3_1,14
nand4_1,18
and2_1,9
mux4_2,30
nor2_1,53
clkdlybuf4s50_1,12
clkbuf_8,4
edfxtp_1,128
mux2i_1,13
bufinv_16,4
o21ai_0,11
dfxtp_1,4
or2_2,5
ha_1,42
inv_1,37
buf_4,9
nand3_1,14
fa_1,4
==> final timing paths <==
path / startpoint / slack [ns] / end
max reg2reg: flip-flop / 3.44 / __mod0_value113.__mod1_value16.mem0[0][15]
min: __mod0_value113.__mod1_value16.value80[1] / 0.43 / __mod0_value113.__mod1_value16.value80[0]
max: btn[2] / 3.06 / led[2]
min reg2reg: __mod0_value113.__mod1_value16.value80[1] / 0.43 / __mod0_value113.__mod1_value16.value80[0]
==> synth_stat cells, types with 14 or more instances <==
master / n
nor3_1: 15
mux4_2: 30
nand2_1: 22
a21oi_1: 20
nand4_1: 18
edfxtp_1: 128
nor2_1: 53
xor2_1: 23
inv_1: 37
xnor2_1: 49
nand3_1: 14
ha_1: 42
==> sequential cells by signal, summed over array words and instances (netlist names) <==
name                                          count
__mod0_value113.__mod1_value16.mem0              64
__mod0_value113.__mod1_value16.value82_iter2     16
__mod0_value113.__mod1_value16.value84_iter0     16
__mod0_value113.__mod1_value16.value86_iter1     16
__mod0_value113.value23                          16
__mod0_value113.__mod1_value16.value80            2
__mod0_value113.value21                           1
__mod0_value113.value25                           1
==> report_power, final <==
part | switching, mW | internal (mW) | leakage (nW)
clock network | 0.179 | 0.508 | 0.311
logic | 0.0816 | 0.0817 | 1.56
registers | 0.0188 | 0.724 | 1.49
total | 0.280 | 1.31 | 3.36
Power is estimated from default activity; no workload was simulated.
